==> ./design.v <==
module Comparator (A, B, A_gt_B, A_eq_B, A_lt_B);
input  [3:0] A,B;
output A_gt_B, A_eq_B, A_lt_B;
wire x0, x1, x2, x3;
assign x0 = (A[0] & B[0]) | (~A[0] & ~B[0]); 
assign x1 = (A[1] & B[1]) | (~A[1] & ~B[1]); 
assign x2 = (A[2] & B[2]) | (~A[2] & ~B[2]); 
assign x3 = (A[3] & B[3]) | (~A[3] & ~B[3]); 
assign A_gt_B = (A[3] & ~B[3]) | (x3 & A[2] & ~B[2]) | (x3 & x2 & A[1] & ~B[1]) |
                (x3 & x2 & x1 & A[0] & ~B[0]);
assign A_lt_B = (~A[3] & B[3]) | (x3 & ~A[2] & B[2]) | (x3 & x2 & ~A[1] & B[1]) |
                (x3 & x2 & x1 & ~A[0] & B[0]);   
assign A_eq_B = x3 & x2 & x1 & x0;         
endmodule
==> ./run.sh <==
#!/bin/bash
# OpenROAD 26Q1-2900-gdf79404cd8, Yosys 0.63+post, stock flow scripts
make -C /OpenROAD-flow-scripts/flow DESIGN_CONFIG=/design/flow/config.mk WORK_HOME=/design/flow/orfs finish
==> ./config.mk <==
export PLATFORM = sky130hd
export DESIGN_NAME = Comparator
export DESIGN_NICKNAME = Comparator
export VERILOG_FILES = /design/flow/design.v
export SDC_FILE = /design/flow/constraint.sdc
export NUM_CORES = 4
export LEC_CHECK = 1
export CORE_AREA = 10 10 70 70
export DIE_AREA = 0 0 80 80
==> ./constraint.sdc <==
current_design Comparator

set clk_period 2.1
set clk_io_pct 0.2

create_clock -name clk0 -period $clk_period

set non_clock_inputs [all_inputs -no_clocks]
set_input_delay [expr $clk_period * $clk_io_pct] -clock clk0 $non_clock_inputs
set_output_delay [expr $clk_period * $clk_io_pct] -clock clk0 [all_outputs]
==> flow report <==
===========================================================================
Result of the run                                              finished, final reports clean
Worst setup EP type                                            primary output
Req. time, crit path                                                1.68 ns
Total wire length                                                    577 um
Sequential cell area                                                0 sq um
Post-synthesis to final-layout area growth                             148%
Sequence of cells on the critical path                         clkdlybuf4s50_1, nand2b_4, and3b_1, clkdlybuf4s50_1
Number of buffer cells added on primary ports                            11
Max-capacitance violation count                                           0
Crit-path most repeated cell                                   sky130_fd_sc_hd__clkdlybuf4s50_1
Antenna Nets Post-Route                                                   0
Transition time at the pin with the least slew margin              0.214 ns
Maximum achievable frequency                                      0.486 GHz
Antenna violations before repair                                          0
Core region area                                                 3420 sq um
Sequential cell fraction of total power                                  0%
Routed vias                                                             191
Category of the critical setup timing path                        in -> out
Post-detailed-route via-to-cell ratio                                  2.39
Final Core Density                                                    10.1%
Routed length per placed instance                                   7.21 um
Number of DRC markers in iteration 0                                      0
Time the worst path needs with I/O delays and setup                 2.06 ns
Worst hold slack after final layout                                 1.35 ns
Global-route usage over all layers                                    1.73%
Filler instances                                                        402
Net switching share of the total power                                35.5%
Number of diodes                                                          0
Share of the yosys chip area belonging to registers                      0%
Drt drc                                                                   0
Layout cell share with drive strength beyond 1                        35.3%
Number of rows in the core area                                          21
Syn Std Cell Area                                                 139 sq um
Worst path arrival time                                             1.64 ns
Vias in the first global route                                          191
Max-slew violation total from the final report                            0
Crit-path max FO                                                          2
Internal power of the cells                                         36.1 uW
Library cells used by synthesis                                           9
Part of the power in combinational logic                             100.0%
Reported net switching power                                        19.8 uW
Hold violation count in the final report                                  0
Cells after DPL                                                          77
Flip-flops                                                                0
Die boundary height                                                   80 um
Wire length of the first global-routing pass                         890 um
GR Overflow Total                                                         0
Largest net degree at the start of global routing                         5
Worst ir drop on vdd                                              0.0182 mV
Total power draw                                                    55.9 uW
Share of the cycle needed by the critical path after routing          98.1%
Gate Count Post-Synth                                                    19
Clock network fraction of total power                                    0%
Chip area estimate from yosys synthesis                           139 sq um
Horiz. Die Dim                                                        80 um
Highest-delay cell along the critical path                     sky130_fd_sc_hd__clkdlybuf4s50_1
Tally of non-filler cells in the final layout                            80
Final setup viols                                                         0
Delay of the slowest cell on the worst path                         0.48 ns
Final worst setup slack                                           0.0406 ns
Total die size                                                   6400 sq um
Worst hold path depth                                                     4
Power density over the cells                                    162 nW/um^2
Warning total across the stage logs                                      33
Gpl congestion                                                        0.648
Hold-fix buffers at CTS                                                   0
Nature of the critical path startpoint                           input port
Count of clock buffers in the final design                                0
Static Leakage                                                  0.000155 uW
Floorplan Utilization                                                 4.07%
Drt first pass iters                                                      1
Post-DP HPWL                                                         489 um
Hold/Removal Path Class                                           in -> out
Mean instance size in the synthesized netlist                    7.31 sq um
Tightest slew margin relative to the limit                            85.6%
Worst slack, placed                                               -0.534 ns
Yosys stat cell total                                                    19
Setup repair after global routing missed its margin                      no
Synth warnings                                                            0
# IOs                                                                    11
===========================================================================
[repair_timing]
item,in CTS,in global routing
setup buffers,2,1
setup endpoints to repair,3,1
pin swaps,4,2
resized,17,8
[synth_stat cells]
library cell               count  area (sq um)
sky130_fd_sc_hd__nand2b_1      4          25.0
sky130_fd_sc_hd__and3b_1       3          26.3
sky130_fd_sc_hd__a311oi_1      2          17.5
sky130_fd_sc_hd__ha_1          2          25.0
sky130_fd_sc_hd__inv_1         2          7.51
sky130_fd_sc_hd__nor2b_1       2          12.5
sky130_fd_sc_hd__o21ai_1       2          10.0
sky130_fd_sc_hd__nand4_1       1          6.26
sky130_fd_sc_hd__xnor2_1       1          8.76
[cell usage in the layout, fill, tap and decap left out]
cell	count
sky130_fd_sc_hd__inv_2	1
sky130_fd_sc_hd__dlygate4sd2_1	2
sky130_fd_sc_hd__buf_2	2
sky130_fd_sc_hd__xnor2_1	1
sky130_fd_sc_hd__clkbuf_2	2
sky130_fd_sc_hd__clkdlybuf4s15_1	2
sky130_fd_sc_hd__buf_4	4
sky130_fd_sc_hd__and3b_1	3
sky130_fd_sc_hd__dlymetal6s2s_1	1
sky130_fd_sc_hd__inv_1	1
sky130_fd_sc_hd__clkdlybuf4s50_1	2
sky130_fd_sc_hd__a311oi_1	2
sky130_fd_sc_hd__nand4_1	1
sky130_fd_sc_hd__nor2b_1	2
sky130_fd_sc_hd__ha_4	1
sky130_fd_sc_hd__ha_1	1
sky130_fd_sc_hd__o21ai_1	2
sky130_fd_sc_hd__nand2b_4	2
sky130_fd_sc_hd__nand2b_1	2
[routing by layer]
metal	part of all wire (%)	global-route usage, %	vias up
li1	-	-	99
met1	36	1.91	85
met2	45	2.73	7
met3	19	1.36	0
met4	0	0	0
met5	0	0	-
[cell type report]
cell class | instances | area [sq um] | share of cell area [%]
Inverter | 2 | 7.51 | 2.18
Multi-Input combinational cell | 17 | 159 | 46.2
Tap cell | 46 | 57.6 | 16.7
Timing Repair Buffer | 15 | 120 | 34.9
[worst paths after layout]
kind,from,end,slack (ns)
setup / recovery,A[0],A_eq_B,0.04
hold / removal,B[0],A_lt_B,1.35
[worst max-delay path, delay by kind of cell]
kind | cells | cell delay [ns]
buf+inv | 2 | 0.94
simple gates | 2 | 0.28
[metrics by stage]
step	setup TNS (ns)	cell area (sq um)
after floorplan	0	139
after global placement	-1.46	314
final	0	344
after global routing	0	344
after CTS	0	332
after detailed placement	-1.49	314
[cell families (layout without fill, tap and decap cells)]
kind of cell             count (synthesis)  in the layout  synth area share, %
XOR/XNOR                                 1              1                 6.31
AND/OR/NAND/NOR                         10             10                 50.5
buffers and inverters                    2             17                 5.41
AND-OR/OR-AND                            4              4                 19.8
adder cells (fa/ha/maj)                  2              2                 18.0
[power by group through the flow]
stage	logic, uW	registers, uW	clock network (uW)
6_report	55.9	0	0
5_1_grt	62.7	0	0
4_1_cts	52.4	0	0
No activity file was given, so power comes from the tool's default toggle rates.
