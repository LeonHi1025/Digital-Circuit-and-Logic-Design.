==> design/flow/design.v <==
module ALU (clk, a, b, c, sel, result);
  output reg[4:0] result;
  input  clk;
  input  [3:0] a, b, c;
  input  [2:0] sel;
  function [4:0] Max;
    input [3:0] x1, x2, x3;
    begin
      if (x1 > x2 && x1 > x3) Max = x1;
      else if (x2 > x3)        Max = x2;
      else                      Max = x3;
    end
  endfunction
  always @(posedge clk) begin
    case(sel)
      3'b000: result = Max(a, b, c);
      3'b001: result = a + b;
      3'b010: result = a - b;
      3'b011: result = a / b;
      3'b100: result = a % b;
      3'b101: result = a << 1;
      3'b110: result = a >> 1;
      3'b111: result = a > b;
    endcase
  end
endmodule
==> design/flow/run.sh <==
#!/bin/bash
# OpenROAD 26Q1-2900-gdf79404cd8, Yosys 0.63+post, stock flow scripts
make -C /OpenROAD-flow-scripts/flow DESIGN_CONFIG=/design/flow/config.mk WORK_HOME=/design/flow/orfs finish
==> design/flow/config.mk <==
export PLATFORM = sky130hd
export DESIGN_NAME = ALU
export DESIGN_NICKNAME = ALU
export VERILOG_FILES = /design/flow/design.v
export SDC_FILE = /design/flow/constraint.sdc
export NUM_CORES = 4
export LEC_CHECK = 1
export CORE_AREA = 10 10 95 95
export DIE_AREA = 0 0 105 105
==> design/flow/constraint.sdc <==
current_design ALU

set clk_period 7.0
set clk_io_pct 0.2

create_clock -name clk0 -period $clk_period [get_ports {clk}]

set non_clock_inputs [all_inputs -no_clocks]
set_input_delay [expr $clk_period * $clk_io_pct] -clock clk0 $non_clock_inputs
set_output_delay [expr $clk_period * $clk_io_pct] -clock clk0 [all_outputs]
==> results.cfg <==
; flow metrics
[final_layout]
largest_reg_flops = 5
fillers = 748
post-route-util = 0.293
drive_above_1_share = 0.114
syn_to_final_growth_pct = 26.6

[logic_synthesis]
synth_flops = 5
synth-edff-count = 0
compound_area_frac = 0.317
yosysCellCount = 199
yosysUniqueCellTypes = 58
fa_ha_area_frac = 0.264
ys_sh_mux = 0.0578
ys_sh_xor = 0.0383
ys_area_sq_um = 1600
ff_type = dfxtp_1
synth.cell_area_sq_um = 1600
syn_avg_cell_area_sq_um = 8.05
synth-simple-area-share = 0.202
logic_family = AND-OR/OR-AND gates
ys_seq_share = 0.0625
synthCells = 199
ys_warn_count = 1
async_reset_ff_frac = 0

[clock_network]
cts_tree = done
ctsHtreeMaxLevel = 1
root_buffer = clkbuf_8
clk_pin_slew_worst_paths_ns = 0.03
clock-sinks = 5
cts_buffers = 3
clk_path_buf_depth = 2

[global_routing]
antenna_found_initial = 0
grt_max_degree = 16
grt_pass1_vias = 1613
overflow = 0
grtUsageTotal = 0.0864
grt_pass1_wl_um = 8110

[sta]
period_needed_ns = 6.65
tightest_slew_ns = 0.560
finalSetupViolCount = 0
relSlewSlack = 0.626
final-max-slew-violation-count = 0
hold_viol = 0
max_freq_ghz = 0.150
finalCritPeriodShare = 0.951
setup_tns_ns = 0
rsz0062_at_grt = no

[worst_setup_path]
cp_max_fo = 7
start_kind = input pin
worstPathRequired_ns = 7.10
slowest_stage = or4_2
crit_family = AND-OR/OR-AND gates
path_buffers = 3
slowest_delay_ns = 0.65
path_cells = clkdlybuf4s50_1 -> inv_1 -> ha_1 -> a21o_1 -> a21oi_1 -> nor2_1 -> ha_1 -> o21a_1 -> or4_2 -> o31ai_1 -> ha_1 -> and2_1 -> a41o_1 -> nor2_1 -> buf_4 -> mux2i_1 -> ha_1 -> a21oi_1 -> nand2_1 -> a211o_1 -> o22ai_4 -> mux2i_1 -> a211o_1
cpMostUsedCell = ha_1
crit_type = in -> reg
cp.arrival_ns = 6.75
worstSetupEndpointType = flip-flop

[floorplanning]
fp_util = 0.232
ioPinCount = 21
chipArea_sq_um = 11000
design.core.area_sq_um = 6910
core.rowCount = 30
dieHeight_um = 105
die_x_um = 105

[routing]
via_per_inst = 5.01
wl_per_cell_um = 14.7
antenna_cells = 0
routed_wl_um = 4750
drc = 0
dr.pass1.iters = 4
postRouteAntennaNets = 0
num_vias = 1623
drt_iter0_drc = 77

[power_and_ir_drop]
p_leak_uw = 0.000891
power.density_nw_per_um2 = 134
peakVddDrop_mv = 0.0530

[placed_design]
portBuffers = 20
dp_hpwl_um = 3980
gp_congestion = 0.937

[flow_run]
warnings = 30
drv_cap = 0

[min_path]
hp-class = in -> reg

[outcome]
status = finished, final reports clean
through the flow:
step,total power [uW],hold slack (ns),std cells,worst slack [ns],instance area (sq um)
after floorplan,161,1.65,199,0.679,1600
after global placement,220,2.08,320,0.137,1980
after detailed placement,220,2.08,320,0.109,1980
after CTS,275,2.05,324,0.322,2020
after global routing,300,2.11,324,0.0307,2030
final,272,2.06,324,0.346,2030
where the power goes:
group	switching (uW)	internal [uW]
Clock	13.2	39.0
Combinational	94.5	89.6
Sequential	1.50	34.4
worst min-delay path: cells and delay by family:
family / cells / cell delay, ns
AND/OR/NAND/NOR: 1 / 0.08
buffers and inverters: 1 / 0.49
AND-OR/OR-AND: 3 / 0.27
placed cells by master (no fill, tap or decap), types with 3 or more instances in the layout:
| cell | n |
|---|---|
| ha_1 | 29 |
| clkdlybuf4s50_1 | 20 |
| inv_1 | 19 |
| nor2_1 | 10 |
| a21oi_1 | 10 |
| buf_4 | 10 |
| o21ai_0 | 8 |
| nor3_1 | 8 |
| nand3b_1 | 6 |
| mux2i_1 | 6 |
| o21a_1 | 5 |
| dfxtp_1 | 5 |
| nor2b_1 | 4 |
| xnor2_1 | 4 |
| a21o_1 | 4 |
| nand2_1 | 4 |
| a211o_1 | 4 |
| nand3_1 | 4 |
| o211ai_1 | 3 |
| xor2_1 | 3 |
| o311ai_0 | 3 |
| a211oi_1 | 3 |
| fa_1 | 3 |
| clkbuf_8 | 3 |
area by class of cell:
type / count / area [sq um] / share of cell area
multi-input combinational: 170 / 1420 / 0.698
timing repair buffer: 30 / 275 / 0.136
tap: 96 / 120 / 0.0593
sequential: 5 / 100 / 0.0494
inverter: 19 / 71.3 / 0.0352
clock buffer: 4 / 45.0 / 0.0222
layer usage:
| metal | GRT usage | wire length, um |
|---|---|---|
| met4 | 0.0118 | 59 |
| met5 | 0 | 0 |
| met3 | 0.0199 | 302 |
| met2 | 0.139 | 2080 |
| met1 | 0.117 | 2310 |
logic make-up after synthesis:
logic type                 count (synthesis)
buffers and inverters                     24
and+or+nand+nor                           55
muxes                                      9
other                                      1
AOI/OAI and AO/OA                         66
xor gates and xnor gates                   7
DFF                                        5
adders and majority gates                 32
cell usage after synthesis, drive strengths merged, types with 5 or more instances:
library cell  count  area, sq um
a21oi            10         50.1
nand3b            6         45.0
mux2i             7         70.1
ha               29          363
dfxtp             5          100
clkbuf            5         18.8
inv              19         71.3
nor3              8         40.0
nor2             10         37.5
a211o             5         45.0
o21ai             9         45.0
o21a              5         37.5
path summary, 6_finish.rpt:
path | startpoint | end | slack, ns | cells past startpoint
worst max-delay path | b[1] | result[0]$_DFF_P_ | 0.35 | 23
worst min-delay path | c[1] | result[1]$_DFF_P_ | 2.06 | 5
repair_timing:
item	CTS	global route
hold buffers	0	0
buffers inserted	0	0
resized	0	1
setup endpoints to repair	0	1
Power and IR drop assume default switching activity.
