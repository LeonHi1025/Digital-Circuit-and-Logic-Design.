File: flow/run.sh
#!/bin/bash
# OpenROAD 26Q1-2900-gdf79404cd8, Yosys 0.63+post, stock flow scripts
make -C /OpenROAD-flow-scripts/flow DESIGN_CONFIG=/design/flow/config.mk WORK_HOME=/design/flow/orfs finish
File: flow/config.mk
export PLATFORM = sky130hd
export DESIGN_NAME = ripple_carry_counter
export DESIGN_NICKNAME = ripple_carry_counter
export VERILOG_FILES = /design/flow/design.v
export SDC_FILE = /design/flow/constraint.sdc
export NUM_CORES = 4
export LEC_CHECK = 1
export CORE_AREA = 10 10 70 70
export DIE_AREA = 0 0 80 80
File: flow/constraint.sdc
current_design ripple_carry_counter

set clk_period 1.0
set clk_io_pct 0.2

create_clock -name clk0 -period $clk_period [get_ports {clk}]

set non_clock_inputs [all_inputs -no_clocks]
set_input_delay [expr $clk_period * $clk_io_pct] -clock clk0 $non_clock_inputs
set_output_delay [expr $clk_period * $clk_io_pct] -clock clk0 [all_outputs]
File: flow/design.v
module DFF(q, d, clk, reset);
output q; 
input d, clk, reset;
reg q;
always @(posedge reset or negedge clk)
if (reset)
		q = 1'b0;
else
		q = d;
endmodule
module TFF(q, clk, reset);
output q; 
input clk, reset;
wire d;
DFF dff0(q, d, clk, reset); 
not n1(d, q);  
endmodule
module ripple_carry_counter(q, clk, reset);
output [7:0] q; 
input clk, reset; 
TFF tff0(q[0],clk, reset);
TFF tff1(q[1],q[0], reset);
TFF tff2(q[2],q[1], reset);
TFF tff3(q[3],q[2], reset);
TFF tff4(q[4],q[3], reset);
TFF tff5(q[5],q[4], reset);
TFF tff6(q[6],q[5], reset);
TFF tff7(q[7],q[6], reset);
endmodule
==> GITHUB_STEP_SUMMARY <==
## Implementation flow summary

| Metric | Value |
|---|---|
| Outcome | complete, but fails checks |
| Violated checks | setup timing |
| Most used flip-flop cell | dfrtn_1 |
| Mapped Area | ~290 um2 |
| Worst path buffer plus inverter count | 1 |
| Global-route wire length before repair | around 720 um |
| Total GRT Usage | 0.01400 |
| Synth Area per Inst | 11.76 um2 |
| Layout area overhead | 33.19% |
| DIE WIDTH | roughly 80 um |
| Final setup viols | 1 |
| RSZ-0062 raised after global routing | true |
| # IOs | 10 |
| Power Density | approximately 140 nW/um2 |
| Slowest-stage cell, CP | dfrtn_1 |
| Worst-path clk slew | 0 ns |
| Worst setup margin | -0.1807 ns |
| Post-synth cell types | 3 |
| Core ar. | approximately 3400 um2 |
| Endpoints left unconstrained | 14 |
| Chip area | 6400 um2 |
| Sequential-to-total area share from yosys stat | 0.6809 |
| Most frequent cells after synthesis | inv_1, buf_4, dfrtn_1 |
| Fin. Hold Viols | 0 |
| Cell row count | 21 |
| Leading area contributor after synthesis | dfrtn_1 |
| Init Core Util | 0.08608 |
| ANT nets after route | 0 |
| Startpoint Class | flip-flop |
| Synth top cell by count | inv_1 |
| Hold Crit Class | reg2reg |
| Yosys reg bits | 8 |
| DR vias | roughly 140 |
| Pre-CTS setup slack | -0.5862 ns |
| DPL Wire Length | ~430 um |
| Final WL | 443 um |
| Yosys stat cell total | 25 |
| Largest cells by area | dfrtn_1, buf_4, inv_1 |
| Skew final | 0 ns |
| Worst EP arrival | around 0.98 ns |
| Initial antenna violation count | 0 |
| Crit path kind | reg2out |
| Register pins left without a clock | 7 |
| CP max stage delay | around 0.38 ns |
| Asr flop ratio synth | 1.000 |
| Drt wl/cell | roughly 6 um |
| Cell total after placement | 73 |
| Critical Path, Cell by Cell | buf_2 |
| Syn. warnings | 1 |
| Synthesized instance count | 25 |
| N_diodes | 0 |
| Skew-Pair Late Insertion Delay | 0 ns |
| GPL Wtd Cong | approximately 0.75 |
| Largest net degree at the start of global routing | 8 |
| First-pass DRT Iterations | 2 |
| Yosys stat chip area | between 200 and 300 um2 |
| Initial DRC count | 2 |
| Relative slew slack | 0.9270 |
| GRT overflow | 0 |
| Final Max Tran Viols | 0 |
| Critical path peak fanout | 2 |
| Vias in the first global route | 125 |
| Slew at the pin closest to its max-slew limit | about 0.11 ns |
| Mi-comb count | 0 |
| EDFF count, synth | 0 |
| Fillers | 400 |
| Pleak | about 0.17 nW |
| Critical path capture point type | primary output |
| Max-cap viol count | 0 |
| Tool warnings | 31 |
| Max rail drop VDD | between 0.15 and 0.2 mV |
| Layout cells sized above 1 | 0.1071 |
| Residual DRC | 0 |
| Die Height | around 80 um |
| Worst path required time | approximately 0.80 ns |
| Crit-path leading delay family | flip-flops |
| Area share, top type | 0.6809 |
| TNS Setup | -0.1807 ns |
| # port buffers | 9 |
| Via density | approximately 1.8 |
| Logic area | 0 um2 |
| Cell Count, Final, Fillers Out | between 70 and 80 |
cell usage in the layout (no fill, tap or decap):
cell	count
inv_1	9
clkdlybuf4s50_1	8
dfrtn_1	8
buf_4	2
buf_2	1
per-stage QoR:
step	utilization	hold slack, ns	instance area (um2)	total power [mW]
floorplan	-	0.3056	294.0	0.04638
global placement	0.1139	0.3174	389.1	0.05571
detailed placement	0.1139	0.3242	389.1	0.05636
CTS	0.1147	0.4289	391.6	0.05648
global route	0.1147	0.4581	391.6	0.05785
finish	0.1147	0.4222	391.6	0.05548
worst min-delay path: stages, from the launching register on:
cell,delay [ns]
dfrtn_1,0.32
buf_4,0.13
inv_1,0.04
area by class of cell:
cell class / instances / area, um2 / area share
sequential: 8 / 200.2 / 0.5112
tap: 46 / 57.56 / 0.1470
inverter: 9 / 33.78 / 0.08626
timing repair buffer: 11 / 100.1 / 0.2556
path summary, 6_finish.rpt:
check | end | start | depth (start not counted) | slack (ns)
max | q[0] | tff0.dff0.q$_DFF_NP0_ | 1 | -0.18
min | tff0.dff0.q$_DFF_NP0_ | tff0.dff0.q$_DFF_NP0_ | 2 | 0.42
max reg2reg | tff0.dff0.q$_DFF_NP0_ | tff0.dff0.q$_DFF_NP0_ | 2 | 0.33
min reg2reg | tff0.dff0.q$_DFF_NP0_ | tff0.dff0.q$_DFF_NP0_ | 2 | 0.42
max in group asynchronous | tff0.dff0.q$_DFF_NP0_ | reset | 2 | 0.05
min in group asynchronous | tff0.dff0.q$_DFF_NP0_ | reset | 2 | 0.79
where the power goes:
part / internal [mW] / switching [mW]
Clock: 0 / 0
Sequential: 0.0413 / 0
Combinational: 0.00624 / 0.00791
Total: 0.0476 / 0.00791
cell families (layout without fill, tap and decap cells):
group / Yosys count / in the layout / share of synthesized area
DFF: 8 / 8 / 0.6808
buffers and inverters: 17 / 20 / 0.3191
layer usage:
metal,wire [um],track usage,part of all wire,vias to the layer above
met5,0,0,0,-
met4,0,0,0,0
met3,88,0.006818,0.20,0
met2,109,0.01364,0.25,10
met1,245,0.02514,0.55,60
li1,-,-,-,65
repair_timing:
item                                    CTS  global route
hold buffers                              0             0
setup buffers                             1             0
resized                                   3             0
endpoints found under the setup margin    1             1
flip-flops by register name (all words and copies together) (netlist names):
signal and flops:
tff1.dff0.q 1, tff6.dff0.q 1, tff5.dff0.q 1, tff2.dff0.q 1
tff4.dff0.q 1, tff3.dff0.q 1, tff0.dff0.q 1, tff7.dff0.q 1
Power and IR drop assume default switching activity.
